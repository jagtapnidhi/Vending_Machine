`design.v`:
```
module vedingMachine (
    input clk,
    input rst,
    input enable_item,
    input enable_noi,       
    input enable_amt,
    input [3:0] selected_item,
    input [3:0] num_items,
    input [7:0] entered_amount,
    output reg error_flag,
    output reg [7:0] cost,
    output done
);
    localparam [1:0]
        S0 = 2'b00,   
        S1 = 2'b01,   
        S2 = 2'b10,   
        S3 = 2'b11;   
    localparam [7:0]
        PRICE_0  = 8'd10, PRICE_1  = 8'd12, PRICE_2  = 8'd14, PRICE_3  = 8'd16,
        PRICE_4  = 8'd18, PRICE_5  = 8'd20, PRICE_6  = 8'd22, PRICE_7  = 8'd24,
        PRICE_8  = 8'd26, PRICE_9  = 8'd28, PRICE_10 = 8'd30, PRICE_11 = 8'd32;
    reg [1:0] state, next_state;
    reg [7:0] price;
    reg [3:0] inv [0:11];   
    always @(posedge clk or posedge rst) begin
        if (rst) begin
            state <= S0;
            error_flag <= 1'b0;
            inv[0]  <= 4'd5; inv[1]  <= 4'd5; inv[2]  <= 4'd5; inv[3]  <= 4'd5;
            inv[4]  <= 4'd5; inv[5]  <= 4'd5; inv[6]  <= 4'd5; inv[7]  <= 4'd5;
            inv[8]  <= 4'd5; inv[9]  <= 4'd5; inv[10] <= 4'd5; inv[11] <= 4'd5;
        end else begin
            state <= next_state;
            if (state == S1 && next_state == S2) begin
                inv[selected_item] <= inv[selected_item] - num_items;
            end
            error_flag <= (next_state == S3);
        end
    end
    always @(*) begin
        next_state = state;
        cost = 8'd0;
        price = 8'd0;
        if (selected_item <= 4'd11) begin
            case (selected_item)
                4'd0:  price = PRICE_0;
                4'd1:  price = PRICE_1;
                4'd2:  price = PRICE_2;
                4'd3:  price = PRICE_3;
                4'd4:  price = PRICE_4;
                4'd5:  price = PRICE_5;
                4'd6:  price = PRICE_6;
                4'd7:  price = PRICE_7;
                4'd8:  price = PRICE_8;
                4'd9:  price = PRICE_9;
                4'd10: price = PRICE_10;
                4'd11: price = PRICE_11;
            endcase
        end
        case (state)
            S0: begin
                if (enable_item && enable_noi) begin
                    if (selected_item <= 4'd11 && num_items > 0 && num_items <= 4'd5 && 
                        inv[selected_item] >= num_items) begin
                        next_state = S1;
                    end else begin
                        next_state = S3;
                    end
                end
            end
            S1: begin
                if (enable_amt) begin
                    case (num_items)
                        4'd1: cost = price;
                        4'd2: cost = price + price;
                        4'd3: cost = price + price + price;
                        4'd4: cost = price + price + price + price;
                        4'd5: cost = price + price + price + price + price;
                        default: cost = 8'd0;
                    endcase
                    if (entered_amount == cost) begin
                        next_state = S2;
                    end else begin
                        next_state = S3;
                    end
                end
            end
            S2, S3: next_state = S0;   
            default: next_state = S0;
        endcase
    end
    assign done = (state == S2) || (state == S3);
endmodule
```
`run.sh`:
```
#!/bin/bash
# OpenROAD 26Q1-2900-gdf79404cd8, Yosys 0.63+post, stock flow scripts
make -C /OpenROAD-flow-scripts/flow DESIGN_CONFIG=/design/flow/config.mk WORK_HOME=/design/flow/orfs finish
```
`config.mk`:
```
export PLATFORM = sky130hd
export DESIGN_NAME = vedingMachine
export DESIGN_NICKNAME = vedingMachine
export VERILOG_FILES = /design/flow/design.v
export SDC_FILE = /design/flow/constraint.sdc
export NUM_CORES = 4
export LEC_CHECK = 1
export CORE_UTILIZATION = 50
```
`constraint.sdc`:
```
current_design vedingMachine

set clk_period 5.3
set clk_io_pct 0.2

create_clock -name clk0 -period $clk_period [get_ports {clk}]

set non_clock_inputs [all_inputs -no_clocks]
set_input_delay [expr $clk_period * $clk_io_pct] -clock clk0 $non_clock_inputs
set_output_delay [expr $clk_period * $clk_io_pct] -clock clk0 [all_outputs]
```
==> changes_impl.md <==
## Implementation

- Flops after synth: 53
- CTS tree: done
- Asr flop ratio synth: 100%
- Post-Layout Inst Area: 5990 sq um
- Ant. Diodes: 0
- Post-synth top area cell: dfrtp_1
- CP Class: primary input to output port
- Combinational gate area: 3060 sq um
- GR Overflow Total: 0
- Max Clk Rate: 183 MHz
- Port bufs: 29
- Flip-flops with a built-in enable: 0
- Largest net degree at the start of global routing: 54
- WL final: 11,400 um
- Hold Path Class: register to register
- Inserted Clock Buffers: 5
- Leak pwr: 0.00278 uW
- Crit path required time: 4.24 ns
- Complex Gates by Area: 15.5%
- Log Warnings: 40
- First-pass GRT wire length: 18,200 um
- Final setup fails: 47
- Starting density of the core: 51.4%
- Outcome: finished, violations left
- CTS H-tree lvls: 2
- Detail Placement HPWL: 8170 um
- PwrDens: 214 nW/um^2
- Place WS: -1.08 ns
- Die height: 96.4 um
- WP data arrival: 4.40 ns
- Synth-to-layout area growth: 34.3%
- Core ar.: 8680 sq um
- Vias in the first global route: 3,553
- Clock sink count: 53
- Mean post-synth cell area: 10.0 sq um
- Fillcell total: 665
- Failing checks: setup timing
- Final period utilization: 103%
- Combinational fraction of design power: 48.2%
- Max rail drop VDD: 0.144 mV
- Max Slew Vio Count: 0
- Pint: 842 uW
- Adder share: 9.21%
- Drc violations: 0
- Vias per cell: 5.66
- Top logic family: simple AND/OR/NAND/NOR gates
- Cell Area, Synth: 4460 sq um
- Top delay family on crit path: adder cells
- Post-Syn Instances: 445
- Maximum Capacitance Violations: 0
- Site Rows: 34
- Crit-path max cell delay: 0.53 ns
- Cells along the critical path: buf_8, buf_6, a211oi_4, ha_4, inv_2, fa_2, inv_2, ha_4, a21oi_2, xnor2_1, ha_1, buf_6, xor2_1, a32o_1, a211o_1, buf_4, buf_6, nor2_2, nor2_1, buf_2
- Area share, top type: 15.7%
- Dominant register cell: dfrtp_1
- Yosys warns: 2
- Setup TNS: -3.39 ns
- XOR-XNOR Cells, Area Fraction: 3.65%
- Clk Latency, worst-skew pair: 0.31 ns
- Worst-Margin Slew: 1.09 ns
- Seq/Total Area, Yosys: 30.5%
- Worst Setup End Kind: output port
- Die area: 9290 sq um
- Pre-antenna DRT Iters: 5
- Top Layout Cells: 84 x buf_4, 39 x inv_1, 31 x nand2_1
- Clock tree buffer depth: 2
- Share of cells above drive strength 1: 42.3%
- Die W: 96.4 um
- Clock share of power: 19.6%
- I/O pin count: 31
- Rel. slew slack: 27.2%
- Area reported by Yosys stat: 4460 sq um
- Final min period: 5.46 ns
- Sw Share: 34.2%
- RSZ-0062 raised after global routing: yes
- Number of cells in Yosys stat: 445
- Type of origin of the critical path: primary input
- Mux area share: 13.8%
- CP Max Fanout: 5
- Clock slew at reported path FFs: 0.09 ns
- Post-synth cell types: 68
- Hold Vio Cnt, Final: 0
- Reg area: 1360 sq um
- Fin worst setup slack: -0.163 ns
- Global placement routability congestion: 0.883
- DP Area: 5490 sq um
- Worst path slowest cell: fa_2
- Detailed Route Iter0 Violations: 176
- Top cells by area: dfrtp_1 16%, dfstp_2 15%, ha_1 7.9%, mux2i_1 5.8%, nor4_4 5.7%
- Total GRT Usage: 26.6%
- WP buf/inv: 8
- Sequential power share: 32.2%
- Max Clock Skew: 0.00665 ns
- Net Sw Power: 438 uW
- Root Driver: clkbuf_8
- CP dominant cell by count: buf_6
- Detailed-route via count: 3,782
- Initial antenna violation count: 0
- Final ANT Viol Nets: 0
- Simple-Gate Area Share: 20.2%
- DR WL/cell: 17.1 um
- Most frequent logic cell in the layout: buf_4
metrics by stage:
stage / std cells / utilization, % / power, uW / hold WS [ns]
2_1_floorplan: 445 / - / 718 / 0.444
3_3_place_gp: 639 / 63.3 / 902 / 0.452
3_5_place_dp: 639 / 63.3 / 905 / 0.455
4_1_cts: 662 / 67.6 / 1250 / 0.471
5_1_grt: 668 / 69.0 / 1340 / 0.487
6_report: 668 / 69.0 / 1280 / 0.470
Yosys cell counts (12+ instances only):
master     n
clkbuf_1  15
nor4_4    12
ha_1      28
inv_1     45
dfrtp_1   28
mux2_4    14
a21oi_1   18
nand2_1   34
or3_1     14
nor2_1    21
dfstp_2   25
mux2i_1   26
area by class of cell:
cell class | instances | share of cell area (%)
timing repair buffer | 131 | 19.3
tap | 108 | 2.26
inverter | 48 | 3.01
sequential | 53 | 22.7
clock inverter | 1 | 0.0836
clock buffer | 7 | 1.61
multi-input combinational | 320 | 51.1
flip-flops by register name, summed over array words and instances, names as in the netlist:
register    cells
inv            48
error_flag      1
state           4
tightest hold or removal path, cell delays in order (launching register included):
cell     delay [ns]
dfstp_2        0.38
inv_1          0.04
mux2i_1        0.05
power groups by stage:
stage / Combinational (uW) / Clock [uW] / Sequential, uW
CTS: 582 / 255 / 412
global route: 662 / 268 / 413
finish: 618 / 251 / 412
metal layers:
layer / vias to the layer above / routed length [um] / GRT usage [%]
li1: 1824 / - / -
met1: 1831 / 5910 / 44.6
met2: 105 / 4780 / 37.4
met3: 22 / 550 / 4.38
met4: 0 / 190 / 4.17
met5: - / 0 / 0
cell families (layout without fill, tap and decap cells):
group,count (synthesis),count (layout)
and+or+nand+nor,130,130
AOI/OAI and AO/OA,88,88
buffers and inverters,72,187
muxes,53,53
DFF,53,53
adders and majority gates,31,31
xor gates and xnor gates,17,17
other,1,1
final timing paths:
path	startpoint	endpoint	slack (ns)	depth (start not counted)
max	selected_item[3]	cost[4]	-0.16	20
min	inv[0][0]	inv[0][0]	0.47	2
max reg2reg	inv[3][0]	inv[6][2]	2.05	10
min reg2reg	inv[0][0]	inv[0][0]	0.47	2
max in group asynchronous	rst	inv[3][3]	3.62	3
min in group asynchronous	rst	inv[9][1]	1.24	3
what timing repair did:
| item | in CTS | in global routing |
|---|---|---|
| buffers inserted | 16 | 6 |
| hold buffers | 0 | 0 |
| endpoints found under the hold margin | 0 | 0 |
| pin swaps | 30 | 18 |
| setup endpoints to repair | 56 | 53 |
| resized | 72 | 18 |
Power is estimated from default activity; no workload was simulated.
